===== /design/flow/run.sh =====
#!/bin/bash
# OpenROAD 26Q1-2900-gdf79404cd8, Yosys 0.63+post, stock flow scripts
make -C /OpenROAD-flow-scripts/flow DESIGN_CONFIG=/design/flow/config.mk WORK_HOME=/design/flow/orfs finish

===== /design/flow/config.mk =====
export PLATFORM = sky130hd
export DESIGN_NAME = dff
export DESIGN_NICKNAME = dff
export VERILOG_FILES = /design/flow/design.v
export SDC_FILE = /design/flow/constraint.sdc
export NUM_CORES = 4
export LEC_CHECK = 1
export CORE_AREA = 10 10 102 102
export DIE_AREA = 0 0 112 112

===== /design/flow/constraint.sdc =====
current_design dff

set clk_period 1.0
set clk_io_pct 0.2

create_clock -name clk0 -period $clk_period [get_ports {clk}]

set non_clock_inputs [all_inputs -no_clocks]
set_input_delay [expr $clk_period * $clk_io_pct] -clock clk0 $non_clock_inputs
set_output_delay [expr $clk_period * $clk_io_pct] -clock clk0 [all_outputs]

===== /design/flow/design.v =====
`timescale 1 ns/10 ps
module Chip(
	clk,
	rst,
	gpio_in,
	gpio_out,
	IWEN,
	I_Addr,
	wInst
	);
input clk;
input rst;
input IWEN;
input [6:0]  I_Addr;
input [7:0]  gpio_in;
input [31:0] wInst;
output [7:0] gpio_out;
wire WEN, CEN, OEN, I_ready;
wire Iwen_pos, Iwen_neg, IWen;
wire [7:0] data_in;
wire [6:0] Addr;
wire [6:0] I_addr;
wire [31:0] WriteReg;
wire [31:0] WriteData;
wire [31:0] IR_addr;
wire [31:0] Inst;
wire [31:0] Mem_rdata;
wire [31:0] Mem_wdata;
assign Mem_wdata = (Addr == 7'h7c) ? {{24{1'b0}},data_in} : WriteData;
assign I_addr = IWEN ? I_Addr : IR_addr[8:2];
assign I_ready = ~IWEN;
assign IWen = IWEN ? Iwen_neg ? 0 : 1 : Iwen_pos ? 1 : 0;
SingleCycle Core(
	.clk(clk),
	.rst(rst),
	.IR_addr(IR_addr),
	.IR(Inst),
	.A(Addr),
	.WriteReg(WriteReg),
	.ReadDataMem(Mem_rdata),
	.WriteData(WriteData),
	.CEN(CEN),
	.WEN(WEN),
	.OEN(OEN),
	.I_ready(I_ready)
	);
GPIO Gpio(
	.clk(clk),
	.rst(rst),
	.Addr(Addr),
	.data_out(Mem_wdata),
	.data_in(data_in),
	.gpio_out(gpio_out),
	.gpio_in(gpio_in)
	);
RAM memory(
	.clk(clk),
	.rst(rst),
	.Addr(Addr),
	.rdata(Mem_rdata),
	.wdata(Mem_wdata),
	.WEN(~WEN)
	);
RAM INST(
	.clk(clk),
	.rst(rst),
	.Addr(I_addr),
	.rdata(Inst),
	.wdata(wInst),
	.WEN(IWen)
	);
edge_detect Iwen(
	.clk(clk),
	.rst_n(rst),
	.data_in(IWEN),
	.pos_edge(Iwen_pos),
	.neg_edge(Iwen_neg)
	);
endmodule
module edge_detect (
   clk,
   rst_n,
   data_in,
   pos_edge,
   neg_edge 
   );
input      clk;
input      rst_n;
input      data_in;
output     pos_edge;
output     neg_edge;
reg        data_in_d1;
reg        data_in_d2; 
assign pos_edge =  data_in_d1 & ~data_in_d2;
assign neg_edge =  ~data_in_d1 & data_in_d2;
always@(posedge clk or negedge rst_n) 
begin
  if (!rst_n)
  begin
    data_in_d1 <=#1 1'b0;
    data_in_d2 <=#1 1'b0;
  end
  else 
  begin
    data_in_d1 <=#1 data_in;
    data_in_d2 <=#1 data_in_d1;   
  end
end
endmodule 
module SingleCycle(
	clk,
	rst,
	IR_addr,
	IR,
	A,
	WriteReg,
	ReadDataMem,
	WriteData,
	CEN,
	WEN,
	OEN,
	I_ready
	);
input clk, rst, I_ready;
input [31:0] IR;
input [31:0] ReadDataMem;
output [31:0] WriteReg;
output [31:0] WriteData;
output [6:0]  A;
output [31:0] IR_addr;
output CEN, WEN, OEN;
wire [31:0]inst;
wire [4:0]rd 		= inst[11:7];
wire [4:0]rs1 		= inst[19:15];
wire [4:0]rs2 		= inst[24:20];
wire [2:0]func3 	= inst[14:12];
wire [6:0]func7 	= inst[31:25];
wire [6:0]opcode 	= inst[6:0];
wire Rtype 		= opcode == 7'b0110011;
wire Itype 		= opcode == 7'b0010011;
wire Btype 		= opcode == 7'b1100011;
wire store 		= opcode == 7'b0100011;
wire load 		= opcode == 7'b0000011;
wire jal 		= opcode == 7'b1101111;
wire jalr 		= opcode == 7'b1100111;
wire NewRtype 	= opcode == 7'b1101011;
wire NewItype	= opcode == 7'b0011111;
wire lui;
wire auipc;
wire [31:0]I_imm = {{20{inst[31]}},inst[31:20]};
wire [31:0]J_imm = {{12{inst[31]}},
					inst[19:12],
					inst[20],
					inst[30:21],
					1'b0};
wire [31:0]B_imm = {{20{inst[31]}},
					inst[7],
					inst[30:25],
					inst[11:8],
					1'b0};
wire [31:0]S_imm = {{21{inst[31]}},
					inst[31:25],
					inst[11:7]};
wire [31:0]U_imm = {inst[31:12],
					12'b0};
wire [4:0] shamt = {{26{inst[31]}},inst[24:20]};
wire [31:0]imm;
reg [31:0] PC_nxt,PC;
reg [31:0] ir_addr;
wire shift;
wire branchflag;
wire RegWen;
wire [1:0]WBSel;
wire ALUSrc;
wire [31:0]data_out1, data_out2, WriteReg;
reg  [31:0]ALU_IN1, ALU_IN2;
wire [31:0]ALU_OUT;
assign CEN = 0;
assign OEN = 0;
always @(*) begin
	if(jal)begin
		PC_nxt = PC + J_imm;
	end
	else if(jalr) begin
		PC_nxt = ALU_OUT;
	end
	else if(branchflag&&Btype) begin
		PC_nxt = PC + B_imm;
	end
	else begin
		PC_nxt = PC + 4;
	end
end
always @(posedge clk) begin
	if (!rst) begin
		PC = 32'h0;
		ir_addr = 32'h0;
	end
	else if (I_ready) begin
		PC = PC_nxt;
		ir_addr = PC;
	end
	else begin
		PC = 32'h0;
		ir_addr = 32'h0;
	end
end
assign IR_addr = ir_addr;
assign inst = {IR[7:0],IR[15:8],IR[23:16],IR[31:24]};
assign ALUSrc = ~(Rtype | Btype | jal | NewRtype);
assign imm = ({32{(Itype & ~shift) | (NewItype & ~shift)}} & I_imm)
		|	({32{load|jalr}} & I_imm)
		|	({32{shift}} & shamt)
		|	({32{store}} & S_imm)
		|	({32{Btype}} & B_imm)
		|	({32{jal}} & J_imm);
assign WriteReg = WBSel[1] ? PC+4 : WBSel[0] ? {ReadDataMem[7:0],ReadDataMem[15:8],ReadDataMem[23:16],ReadDataMem[31:24]} : ALU_OUT;
register RF(.clk(clk),
	.rst(rst),
	.WriteReg(WriteReg),
	.REGWEN(RegWen),
	.RegRead1(rs1),
	.RegRead2(rs2),
	.RegWrite(rd),
	.data_out1(data_out1),
	.data_out2(data_out2)
	);
wire [3:0]ALU_OP;
wire MemRen, MemWen;
Control CU(
	.rv32_func7(func7),
	.rv32_func3(func3),
	.rv32_Rtype(Rtype),
	.rv32_Itype(Itype),
	.rv32_load(load),
	.rv32_store(store),
	.rv32_jal(jal),
	.rv32_jalr(jalr),
	.rv32_lui(lui),
	.rv32_auipc(auipc),
	.rv32_NewRtype(NewRtype),
	.rv32_NewItype(NewItype),
	.ALU_OP(ALU_OP),
	.RegWen(RegWen),
	.MemWen(WEN),
	.WBSel(WBSel),
	.shift(shift)
	);
always @(*) begin
		ALU_IN1 = data_out1;
end
always @(*) begin
	if (ALUSrc) begin
		ALU_IN2 = imm;
	end
	else begin
		ALU_IN2 = data_out2;
	end
end
assign WriteData = data_out2;
branch Branch(.data1(data_out1), .data2(data_out2), .rv32_func3(func3), .branchflag(branchflag));
ALU alu(.clk(clk),.ALU_OP(ALU_OP),.data1(ALU_IN1),.data2(ALU_IN2),.alu_out(ALU_OUT));
assign A = ALU_OUT[6:0];
endmodule
module register(
	clk, 
	rst,
	WriteReg,
	REGWEN,
	RegRead1,
	RegRead2,
	RegWrite,
	data_out1,
	data_out2
	);
input clk, rst, REGWEN;
input [4:0] RegRead1, RegRead2, RegWrite;
input [31:0] WriteReg;
output  [31:0] data_out1, data_out2;
reg [31:0] reg_r [31:0];
reg [31:0] reg_w [31:0];
integer i;
always @(posedge clk) begin
	if(REGWEN == 1 && rst == 1 && RegWrite != 5'b00000)begin
		reg_r[RegWrite] <= WriteReg;
	end
	else begin
		for(i=1;i<32;i=i+1)begin
			reg_w[i] <= reg_r[i];
		end
	end
end
assign data_out1 = reg_r[RegRead1];
assign data_out2 = reg_r[RegRead2];
always @(posedge clk) begin
	if(!rst) begin
		for(i=0;i<32;i=i+1)begin
			reg_r[i] <= 0;
		end
	end
	else begin
		reg_r[0] <= 0;
	end
end
endmodule
module Control(
	rv32_func7,
	rv32_func3,
	rv32_Rtype,
	rv32_Itype,
	rv32_load,
	rv32_store,
	rv32_jal ,
	rv32_jalr,
	rv32_lui,
	rv32_auipc,
	rv32_NewRtype,
	rv32_NewItype,
	ALU_OP,
	RegWen,
	MemWen,
	WBSel,
	shift
	);
	input [6:0]rv32_func7;
	input [2:0]rv32_func3;
	input rv32_Rtype;
	input rv32_Itype;
	input rv32_load;
	input rv32_store;
	input rv32_jal;
	input rv32_jalr;
	input rv32_lui;
	input rv32_auipc;
	input rv32_NewRtype;
	input rv32_NewItype;
	output reg [3:0]ALU_OP;
	output RegWen;
	output MemWen;
	output [1:0]WBSel;
	output reg shift;
	assign RegWen 	= (rv32_Rtype | rv32_Itype | rv32_NewRtype| rv32_NewItype | rv32_load | rv32_jal | rv32_jalr | rv32_lui | rv32_auipc);
	assign MemWen 	= ~rv32_store;
	assign WBSel[1] = rv32_jal | rv32_jalr;
	assign WBSel[0] = rv32_load;
	always @(*) begin
		shift = 0;
		if (~(rv32_Rtype | rv32_Itype | rv32_NewRtype | rv32_NewItype)) begin
			ALU_OP = 4'd0;
		end
		else if(rv32_NewRtype)begin
				case(rv32_func3)
					3'b000 	: ALU_OP = 4'd11;
					default : ALU_OP = 4'd0;
				endcase
		end
		else if (rv32_NewItype) begin
			case(rv32_func3)
					3'b000 	: ALU_OP = 4'd10;
					default : ALU_OP = 4'd0;
				endcase
		end
		else begin
				case(rv32_func3)
					3'b000 : begin
							 	if(rv32_func7[5] & rv32_Rtype) ALU_OP = 4'd1;
							 	else ALU_OP = 4'd0;
							 end
					3'b001 : begin
								shift = 1;
								ALU_OP = 4'd5;
							 end
					3'b010 : ALU_OP = 4'd8;
					3'b011 : ALU_OP = 4'd9;
					3'b100 : begin 
								if(rv32_func7[5])ALU_OP = 4'd10;
								else ALU_OP = 4'd2;
							 end
					3'b101 : begin  
								shift = 1;
								if(rv32_func7[5]) ALU_OP = 4'd7;
							 	else ALU_OP = 4'd6;
							 end
					3'b110 : ALU_OP = 4'd3;
					3'b111 : ALU_OP = 4'd4;
				endcase
			 end
	end
endmodule
module ALU(clk,ALU_OP, data1, data2, alu_out);
input clk;
input [3:0]ALU_OP;
input [31:0]data1, data2;
output reg [31:0]alu_out;
wire [4:0]shift;
wire signed [31:0]sdata1, sdata2;
assign shift = data2[4:0];
assign sdata1 = data1;
assign sdata2 = data2;
always @(*)begin
	case(ALU_OP)
		4'd0 	: alu_out = data1 + data2;
		4'd1 	: alu_out = data1 - data2;
		4'd2 	: alu_out = data1 ^ data2;
		4'd3  	: alu_out = data1 | data2;
		4'd4 	: alu_out = data1 & data2;
		4'd5 	: alu_out = data1 << shift;
		4'd6 	: alu_out = data1 >> shift;
		4'd7 	: alu_out = sdata1 >>> shift;
		4'd8 	: alu_out = {31'b0, sdata1<sdata2};
		4'd9 	: alu_out = {31'b0, data1 < data2};
		4'd10	: alu_out = ~(data1 ^ data2);
		4'd11		: alu_out = data1 % data2;
		default 		: alu_out = 32'd0;
	endcase
end
endmodule
module branch(
	data1,
	data2,
	rv32_func3,
	branchflag
	);
input [31:0]data1, data2;
input [2:0]rv32_func3;
output reg branchflag;
wire signed [31:0]sdata1,sdata2;
assign sdata1 = data2;
assign sdata2 = data2;
always @(*) begin
	case(rv32_func3)
		3'b000 : branchflag = (data1 == data2);
		3'b001 : branchflag = (data1 != data2);
		3'b100 : branchflag = (sdata1 < sdata2);
		3'b101 : branchflag = (sdata1 >= sdata2);
		3'b110 : branchflag = (data1 < data2);
		3'b111 : branchflag = (data1 >= data2);
		default : branchflag = 0;
	endcase
end
endmodule
module dff(	
			clk,
		 	rst,
		 	d,
		 	q
		 );
parameter DW = 32;
input clk,rst;
input [DW-1:0] d;
output reg [DW-1:0] q;
	always @(posedge clk) begin
		if (!rst) begin
			q <= {DW{1'b0}};
		end
		else begin
			q <= d;
		end
	end
endmodule
module GPIO(
	clk,
	rst,
	Addr,
	data_out,
	data_in,
	gpio_out,
	gpio_in
);
parameter PIN = 8;
input clk;
input rst;
input [6:0] Addr;
input [31:0] data_out;
input [PIN - 1:0] gpio_in;
output [PIN - 1:0] data_in;
output [PIN - 1:0] gpio_out;
reg [PIN - 1:0] pin_mode;
reg [PIN - 1:0] g_out;
reg [PIN - 1:0] g_out_temp;
reg [PIN - 1:0] gpio_mask;
always @(posedge clk) begin
	if (!rst) begin
		gpio_mask = 0;
		g_out = 0;
		pin_mode = 0;
	end
	else begin
		case (Addr)
			7'h7f : pin_mode = data_out[7:0];
			7'h7e : g_out = (data_out[7:0] & gpio_mask & pin_mode);
			7'h7d : gpio_mask = data_out[7:0];
			default : g_out_temp = g_out;
		endcase
	end
end
assign data_in = gpio_in;
assign gpio_out = g_out;
endmodule
module RAM(
	clk,
	rst,
	Addr,
	rdata,
	wdata,
	WEN
	);
input clk;
input rst;
input WEN;
input [6:0] Addr;
input [31:0] wdata;
output [31:0] rdata;
reg [31:0] data [127:0];
reg [31:0] data_t [127:0];
integer i;
always @(posedge clk) begin
	if (WEN) begin
		data[Addr] <= wdata;
	end
	else begin
		for(i = 0; i < 128; i = i + 1)begin
			data_t[i] <= data[i];
		end
	end
end
assign rdata = data[Addr];
always @(posedge clk) begin
	if (!rst) begin
		for(i = 0; i < 128; i = i + 1)begin
			data[i] <= 0;
		end
	end
	else begin
		for(i = 0; i < 128; i = i + 1)begin
			data_t[i] <= data[i];
		end
	end
end
endmodule

==> reports/metrics.yaml <==
report.power.total_mw: 2.66
first_pass_iters: 2
cts-root-buf: "sky130_fd_sc_hd__clkbuf_8"
share_seq_of_total_power_pct: 51.2
power.ir.vdd_worst_mv: 0.407
min-delay-path-class: "primary input to flop"
cts_h_tree_lvls: 2
drt-total-wl_um: 2930
worst_stage_delay_on_the_critical_path_ps: 300
max_transition_viols_final: 0
rsz0062_at_grt: "no"
number_of_input_and_output_port_buffers_inserted: 65
largest_delay_share_family_worst_path: "flip-flops"
synth.ff_latch_count: 32
n_antenna_cell: 0
area_delta_synth_final_pct: 92.2
p_int_mw: 2.13
post_cts_resize_count: 71
critPathSlowestCell: "sky130_fd_sc_hd__dfxtp_1"
global_route_met2_usage_pct: 7.03
postCtsSetupBuffers: 0
cts.reportedPaths.clkPinSlew_ps: 70
drive_gt1_share_pct: 42.0
switching_share_pct: 19.7
detail_route.drc_violations: 0
finalCritPeriodShare_pct: 96.1
synth_area_per_cell_um2: 13.4
detailedPlace.worstSlack_ps: -140
number_of_buffers_inserted_during_clock_tree_synthesis: 5
overflow: 0
ys_area_um2: 896
core_area_mm2: 0.00822
global_route.usage.met3_pct: 2.61
cts-root-to-sink-buffers: 2
die_h_um: 112
avgRoutedWirePerCell_um: 12.1
cellPowerDensity_mw_per_mm2: 1540
path_cells: "clkdlybuf4s15_1"
clock-sinks: 32
antenna_found_initial: 0
die_wd_um: 112
route.antenna.remaining_nets: 0
nFillCells: 883
io-pin-count: 66
max_slew.worst_pin.slew_ps: 110
postSynthCellCount: 67
hold_path_end: "q[30]$_SDFF_PN0_"
synth_cell_type_count: 3
syn-cell-area_um2: 896
total_leakage_power_nw: 0.705
initial_core_utilization_pct: 10.9
fmax_mhz: 1040
num_rows: 33
grt_use_met1_pct: 4.71
drt_iter0_markers: 1
maximum_number_of_pins_on_one_net_before_global_route_repair: 33
setup-violations-final: 0
largest_reg_flops: 32
hold_buffers: 0
postSynthSeqShare_pct: 71.5
top_register_by_number_of_flip_flops: "q"
via_count: 693
post-dp-hpwl_um: 2390
final_period_minus_worst_setup_slack_ps: 961
critPathMaxFanout: 1
timing.final.hold_violations: 0
combinational_power_share_pct: 10.6
critPathRequiredTime_ps: 800
reg_top3: "q x32"
worstSetupEndpointType: "primary output"
grt_most_used_layer: "met2"
crit_buf_inv: 1
critical_path_type: "flop to primary output"
run_status: "finished, final reports clean"
switching_power_of_the_nets_mw: 0.525
warnings: 25
drv.max_cap_violation_count: 0
synth_stat.cells: 67
chip_area_mm2: 0.0125
grtUsageTotal_pct: 4.33
timing.slew.headroom_pct: 92.6
cell_depth_of_the_worst_hold_path: 2
start_kind: "flop"
grt_first_pass_wirelength_um: 4370
cts_tree: "yes"
final_critical_path_setup_slack_ps: 39.1
via_count_of_the_first_global_routing_pass: 744
power.clock.fraction_pct: 38.1
hp-start: "d[30]"
synth-warning-count: 1
worst_ep_arrival_time_ps: 760
drt-vias-per-instance: 2.85
gp_routability_congestion: 0.680
==> per-stage QoR <==
stage                     hold slack (ps)  util [%]  TNS (ps)  instances  cell area, µm²
after floorplan                       336         -         0         67             896
after global routing                  505      21.0         0        243            1720
final                                 516      21.0         0        243            1720
after detailed placement              801      20.5     -3770        235            1680
after global placement                799      20.5     -3540        235            1680
after CTS                             501      21.5         0        243            1770
==> power by group through the flow <==
stage	Clock [mW]	Sequential, mW	Combinational (mW)
4_1_cts	1.08	1.36	0.304
5_1_grt	1.12	1.37	0.312
6_report	1.01	1.36	0.282
==> cell usage in the layout, fill, tap and decap left out, drive strengths merged <==
| cell | netlist | layout |
|---|---|---|
| clkdlybuf4s15 | 0 | 20 |
| and2 | 32 | 32 |
| dfxtp | 32 | 32 |
| buf | 0 | 3 |
| clkbuf | 3 | 18 |
| clkdlybuf4s50 | 0 | 33 |
==> synthesized netlist by cell type <==
cell type / count / area share (%)
sky130_fd_sc_hd__and2_2: 32 / 27
sky130_fd_sc_hd__dfxtp_1: 32 / 72
sky130_fd_sc_hd__clkbuf_2: 3 / 1.7
==> cell families after synthesis <==
| group | count (synthesis) | synth area share [%] |
|---|---|---|
| buf+inv | 3 | 1.68 |
| simple gates | 32 | 26.8 |
| flops | 32 | 71.5 |
==> layer usage <==
metal	vias to the layer above	wire length (µm)
li1	339	-
met4	0	87
met5	-	0
met3	5	362
met2	38	1380
met1	311	1100
==> worst max-delay path by stage <==
stage / startpoint / to / slack (ps) / cells after the start
after CTS: q[2]$_SDFF_PN0_ / q[2] / 0.5 / 1
after global routing: q[10]$_SDFF_PN0_ / q[10] / 1 / 1
final: q[1]$_SDFF_PN0_ / q[1] / 40 / 1
==> layout make-up <==
cell class,instances,area (µm²),share of cell area [%]
Clock buffer,8,90.1,5.23
Multi-Input combinational cell,32,240,14.0
Sequential cell,32,649,37.7
Tap cell,105,131,7.63
Timing Repair Buffer,66,611,35.5
Power is estimated from default activity; no workload was simulated.
